==> flow/design.v <==
module int16_to_float16 (
    input   logic [15:0] int16_i,
    output  logic [15:0] float16_o
);
    logic sign;
    logic [4:0] exponent;
    logic [9:0] mantissa;
    assign sign = 1'b0;  
    assign float16_o = {sign, exponent, mantissa};
    always_comb
    begin
        casez (int16_i)
            16'b1???_????_????_????: begin
                exponent = 5'd30;
                mantissa = int16_i[14:5];
            end
            16'b01??_????_????_????: begin
                exponent = 5'd29;
                mantissa = int16_i[13:4];
            end
            16'b001?_????_????_????: begin
                exponent = 5'd28;
                mantissa = int16_i[12:3];
            end
            16'b0001_????_????_????: begin
                exponent = 5'd27;
                mantissa = int16_i[11:2];
            end
            16'b0000_1???_????_????: begin
                exponent = 5'd26;
                mantissa = int16_i[10:1];
            end
            16'b0000_01??_????_????: begin
                exponent = 5'd25;
                mantissa = int16_i[9:0];
            end
            16'b0000_001?_????_????: begin
                exponent = 5'd24;
                mantissa = {int16_i[8:0], 1'b0};
            end
            16'b0000_0001_????_????: begin
                exponent = 5'd23;
                mantissa = {int16_i[7:0], 2'b0};
            end
            16'b0000_0000_1???_????: begin
                exponent = 5'd22;
                mantissa = {int16_i[6:0], 3'b0};
            end
            16'b0000_0000_01??_????: begin
                exponent = 5'd21;
                mantissa = {int16_i[5:0], 4'b0};
            end
            16'b0000_0000_001?_????: begin
                exponent = 5'd20;
                mantissa = {int16_i[4:0], 5'b0};
            end
            16'b0000_0000_0001_????: begin
                exponent = 5'd19;
                mantissa = {int16_i[3:0], 6'b0};
            end
            16'b0000_0000_0000_1???: begin
                exponent = 5'd18;
                mantissa = {int16_i[2:0], 7'b0};
            end
            16'b0000_0000_0000_01??: begin
                exponent = 5'd17;
                mantissa = {int16_i[1:0], 8'b0};
            end
            16'b0000_0000_0000_001?: begin
                exponent = 5'd16;
                mantissa = {int16_i[0], 9'b0};
            end
            16'b0000_0000_0000_0001: begin
                exponent = 5'd15;
                mantissa = 10'b0;
            end
            default: begin  
                exponent = '0;
                mantissa = '0;
            end
        endcase
    end
endmodule
==> flow/run.sh <==
#!/bin/bash
# OpenROAD 26Q1-2900-gdf79404cd8, Yosys 0.63+post, stock flow scripts
make -C /OpenROAD-flow-scripts/flow DESIGN_CONFIG=/design/flow/config.mk WORK_HOME=/design/flow/orfs finish
==> flow/config.mk <==
export PLATFORM = sky130hd
export DESIGN_NAME = int16_to_float16
export DESIGN_NICKNAME = int16_to_float16
export VERILOG_FILES = /design/flow/design.v
export SDC_FILE = /design/flow/constraint.sdc
export NUM_CORES = 4
export LEC_CHECK = 1
export CORE_AREA = 10 10 101 101
export DIE_AREA = 0 0 111 111
==> flow/constraint.sdc <==
current_design int16_to_float16

set clk_period 3.5
set clk_io_pct 0.2

create_clock -name clk0 -period $clk_period

set non_clock_inputs [all_inputs -no_clocks]
set_input_delay [expr $clk_period * $clk_io_pct] -clock clk0 $non_clock_inputs
set_output_delay [expr $clk_period * $clk_io_pct] -clock clk0 [all_outputs]
==> flow_summary.yaml <==
# flow metrics
status:
  status: "finished, final reports clean"
pwr:
  power_uw: 202
  p_leak_nw: 0.777
  peakVddDrop_mv: 0.0359
  powerDensity_mw_per_mm2: 106
die:
  die_w_um: 111
  initCoreUtil: 0.145
  io_pins: 32
  core_area_mm2: 0.00813
  die_y_um: 111
  die_area_mm2: 0.0123
  row_count: 33
place:
  dpl_worst_slack_ns: -0.0968
  place.gp.congestion: 0.955
  dpl.hpwl_um: 4000
  io_buffers: 31
critical_path:
  path_delay_family: "buffers and inverters"
  crit_required_ns: 2.80
  end_kind: "output port"
  worstSetupPathType: "input pin to output port"
  path_common_cell: "clkdlybuf4s50_1"
  path_cells: "clkdlybuf4s50_1 -> or3_4 -> nor3_1 -> buf_4 -> and3_1 -> o21ai_0 -> nand3_1 -> clkdlybuf4s50_1"
  critPathBufInv: 3
  critPathMaxFanout: 5
  slowest_delay_ns: 0.48
  critPathSlowestCell: "clkdlybuf4s50_1"
  crit_arrival_ns: 2.73
  start_kind: "input pin"
synth:
  ys_seq_frac: 0
  avgSynthCellArea_um2: 5.62
  synthesis.area_mm2: 0.00118
  ys_types: 44
  topCellsByArea: "nand2_1 (9.5%), o21ai_0 (9.3%), clkbuf_1 (7.9%), a21oi_1 (7.6%), nor2b_1 (5.8%)"
  ys_cells: 210
  synth_warnings: 1
  synth_top_cell_by_count: "nand2_1"
  synth_top_area_share: 0.0953
  yosys.area.top_type: "nand2_1"
  synth-area-yosys_mm2: 0.00118
  synthCells: 210
  common_cells: "nand2_1 (30), clkbuf_1 (25), o21ai_0 (22), a21oi_1 (18), nor2_1 (18)"
global_routing:
  grt_pass1_wl_um: 8490
  globalRoute.totalOverflow: 0
  grt_max_degree: 24
  grt_pass1_vias: 1661
  grtUsageTotal: 0.0790
  antenna_found_initial: 0
sta:
  post-route-min-period_ns: 3.43
  maxSlewViolCount: 0
  finalHoldViolCount: 0
  max_freq_mhz: 292
  setup_violations: 0
  finalCritPeriodShare: 0.980
  rsz0062_at_grt: "false"
  setup_ws_ns: 0.0716
route:
  drt_pass1_iterations: 4
  dr.first_iter.drc_count: 202
  post_drt_wl_per_cell_um: 14.4
  vias_per_cell: 4.89
  drc: 0
  ant_nets: 0
  wl_um: 5260
  diodes: 0
  vias: 1780
hold_path:
  hp-class: "input pin to output port"
final_layout:
  flop_area_um2: 0
  clock_buffers: 0
  drive_gt1_frac: 0.232
  syn2layout_area_growth_pct: 60.9
  flop-count: 0
job:
  drv_cap: 0
  warning_count: 32
cts:
  cts_hold_buffers: 0
==> metal layers <==
layer,track usage,share of wire,routed length (um)
met1,0.101,0.43,2270
met2,0.142,0.47,2480
met3,0.0115,0.087,456
met4,0.00521,0.010,55
met5,0,0,0
==> cell type report <==
type	count	area, um2
multi-input cells	176	1080
repair buffers	77	663
inverters	6	22.5
well taps	105	131
fillers	879	6230
==> report_power, final <==
group          internal [mW]  switching [mW]  total, mW
registers                  0               0          0
logic                  0.100           0.102      0.202
clock network              0               0          0
==> cells by family (layout without fill, tap and decap cells) <==
kind of cell	after synthesis	in the layout	share of synthesized area
buffers and inverters	34	83	0.124
multiplexers	1	1	0.00847
other	1	1	0.00317
AND/OR/NAND/NOR	97	97	0.429
AND-OR/OR-AND	77	77	0.435
==> placed cells by master (no fill, tap or decap), types with 2 or more instances in the layout <==
| cell type | count |
|---|---|
| a211o_1 | 3 |
| a211oi_1 | 2 |
| a21oi_1 | 18 |
| a221oi_1 | 2 |
| a22oi_1 | 6 |
| a32oi_1 | 3 |
| and3_1 | 2 |
| and3b_1 | 4 |
| buf_4 | 44 |
| buf_6 | 2 |
| clkdlybuf4s50_1 | 25 |
| dlygate4sd2_1 | 4 |
| dlymetal6s2s_1 | 2 |
| inv_1 | 6 |
| nand2_1 | 30 |
| nand2b_1 | 4 |
| nand3_1 | 6 |
| nand3b_1 | 2 |
| nand4_1 | 5 |
| nor2_1 | 18 |
| nor2b_1 | 10 |
| nor3_1 | 4 |
| nor3_2 | 2 |
| nor4_1 | 2 |
| o211ai_1 | 2 |
| o211ai_2 | 2 |
| o21ai_0 | 22 |
| o221ai_1 | 2 |
| o31ai_1 | 3 |
| or3_4 | 2 |
==> path summary, 6_finish.rpt <==
| kind | from | endpoint | slack (ns) | cells past startpoint |
|---|---|---|---|---|
| max | int16_i[15] | float16_o[4] | 0.07 | 8 |
| min | int16_i[9] | float16_o[10] | 2.20 | 7 |
==> per-stage QoR <==
| stage | TNS, ns | hold slack, ns | std cells | instance area, um2 | utilization |
|---|---|---|---|---|---|
| 2_1_floorplan | 0 | 1.48 | 210 | 1180 | - |
| 6_report | 0 | 2.20 | 364 | 1900 | 0.234 |
| 3_3_place_gp | -0.284 | 2.52 | 357 | 1790 | 0.220 |
| 5_1_grt | 0 | 2.29 | 364 | 1900 | 0.234 |
| 4_1_cts | 0 | 2.35 | 359 | 1810 | 0.223 |
| 3_5_place_dp | -0.364 | 2.53 | 357 | 1790 | 0.220 |
==> repair_timing <==
| action | 4_1_cts | 5_1_grt |
|---|---|---|
| pin swaps | 3 | 4 |
| resized | 7 | 10 |
| setup endpoints to repair | 7 | 8 |
| cloned | 0 | 0 |
| setup buffers | 2 | 5 |
Power and IR drop assume default switching activity.
