File: flow/config.mk
export PLATFORM = sky130hd
export DESIGN_NAME = priority_arbiter
export DESIGN_NICKNAME = priority_arbiter
export VERILOG_FILES = /design/flow/design.v
export SDC_FILE = /design/flow/constraint.sdc
export NUM_CORES = 4
export LEC_CHECK = 1
export CORE_AREA = 10 10 70 70
export DIE_AREA = 0 0 80 80
File: flow/constraint.sdc
current_design priority_arbiter

set clk_period 1.1
set clk_io_pct 0.2

create_clock -name clk0 -period $clk_period

set non_clock_inputs [all_inputs -no_clocks]
set_input_delay [expr $clk_period * $clk_io_pct] -clock clk0 $non_clock_inputs
set_output_delay [expr $clk_period * $clk_io_pct] -clock clk0 [all_outputs]
File: flow/design.v
module priority_arbiter #(
    parameter   C_REQ_NUM       =   8   ,
    parameter   C_REQ_IDX_WIDTH =   $clog2(C_REQ_NUM)
) (
    input   logic   [C_REQ_NUM-1:0]         req_i           ,
    output  logic   [C_REQ_IDX_WIDTH-1:0]   grant_o         ,
    output  logic                           valid_o         
); 
    always_comb begin
        grant_o     =   'd0;
        valid_o     =   1'b0;
        for (int unsigned req_idx = C_REQ_NUM; req_idx > 0; req_idx--) begin
            if (req_i[req_idx-1] == 1'b1) begin
                grant_o =   req_idx - 'd1;
                valid_o =   1'b1;
            end
        end
    end
endmodule
File: flow/run.sh
#!/bin/bash
# OpenROAD 26Q1-2900-gdf79404cd8, Yosys 0.63+post, stock flow scripts
make -C /OpenROAD-flow-scripts/flow DESIGN_CONFIG=/design/flow/config.mk WORK_HOME=/design/flow/orfs finish
==> impl_metrics.env <==
# source this file to load flow results
export IMPL_ant_nets=0
export IMPL_first_global_vias=167
export IMPL_yosysSeqAreaShare_pct=0
export IMPL_layout_top_cell="buf_2"
export IMPL_drtIter0Drc=0
export IMPL_fp_util_pct=2.34
export IMPL_wl_met3_um=115
export IMPL_top_layer_used="met3"
export IMPL_outcome="finished with violations"
export IMPL_warning_count=34
export IMPL_die_area_sq_um=6400
export IMPL_via_per_inst=2.19
export IMPL_setup_tns_ns=-0.167
export IMPL_timing_hold_ws_ns=0.706
export IMPL_clock_fmax_mhz=851
export IMPL_antenna_found_initial=0
export IMPL_routedWlPerCell_um=6.97
export IMPL_slew_headroom_pct=82.8
export IMPL_holdPathStages=3
export IMPL_io_buffers=12
export IMPL_most_common_layout_cells="8 x buf_2, 6 x buf_6, 3 x buf_4"
export IMPL_top_area_share_pct=15.6
export IMPL_gp_congestion=0.693
export IMPL_yosys_cells=13
export IMPL_areaGrowthSynthToFinish_pct=327
export IMPL_grt_pass1_wl_um=710
export IMPL_period_used_pct=107
export IMPL_irDropWorstVdd_mv=0.0352
export IMPL_grt_util_all_layers_pct=1.29
export IMPL_synth_cells=13
export IMPL_grt_start_max_net_pins=4
export IMPL_grt_overflow=0
export IMPL_drive_above_1_share_pct=71.9
export IMPL_drcViolationCount=0
export IMPL_slew_viol_final=0
export IMPL_layout_setup_ws_ns=-0.0746
export IMPL_final_hold_viol_count=0
export IMPL_critical_path_class="in2out"
export IMPL_n_antenna_cell=0
export IMPL_seqCellArea_sq_um=0
export IMPL_met2_length_um=184
export IMPL_violations="setup timing"
export IMPL_dieHeight_um=80
export IMPL_startpoint_type="input port"
export IMPL_synth_area_leader_cell="nor2b_1"
export IMPL_hold_end="grant_o[0]"
export IMPL_drt_met1_wl_um=244
export IMPL_final_min_clock_period_ns=1.17
export IMPL_dp_cells=75
export IMPL_yosysWarnings=1
export IMPL_clock_buffer_count=0
export IMPL_wl_um=544
export IMPL_yosys_area_sq_um=80.1
export IMPL_postCtsHoldBufs=0
export IMPL_worstHoldStart="req_i[4]"
export IMPL_ioPinCount=12
export IMPL_dr_pass1_iters=1
export IMPL_worstPathArrival_ns=0.95
export IMPL_maxCapViolations=0
export IMPL_power_density_nw_per_um2=285
export IMPL_worst_pin_slew_ns=0.257
export IMPL_synth_cell_types=11
export IMPL_num_vias=171
export IMPL_min_path_type="in2out"
export IMPL_fillers=391
export IMPL_rsz0062_at_grt="true"
export IMPL_pre_cts_slack_ns=-0.858
export IMPL_topCellsByArea="nor2b_1 16%, nor4_2 16%, o41ai_1 11%, a211oi_1 9.4%, nor2_1 9.4%"
export IMPL_flops=0
export IMPL_avgSynthCellArea_sq_um=6.16
export IMPL_synth_cell_area_sq_um=80.1
export IMPL_cp_data_required_time_ns=0.88
export IMPL_core_area_sq_um=3420
export IMPL_worstSetupEndpointType="output pin"
export IMPL_setup_violations=4
export IMPL_crit_path_max_fanout=3
export IMPL_row_count=21
export IMPL_fin_cells=78
export IMPL_p_leak_nw=0.136
export IMPL_die_x_um=80
export IMPL_dp_hpwl_um=406
==> cells by family (layout without fill, tap and decap cells) <==
logic type	count (synthesis)	in the layout	share of synthesized area [%]
buffers and inverters	1	20	4.68
AOI/OAI and AO/OA	5	5	42.2
and+or+nand+nor	7	7	53.1
==> how the worst max path moves through the flow <==
stage / startpoint / to / slack (ns) / cells past startpoint
after CTS: req_i[0] / grant_o[2] / -0.07 / 5
final: req_i[2] / grant_o[2] / -0.07 / 5
after global routing: req_i[2] / grant_o[2] / -0.13 / 5
==> critical path: stages <==
cell,delay (ns)
buf_8,0.10
buf_6,0.11
nor4_4,0.26
nor2b_1,0.16
buf_2,0.10
==> power breakdown <==
part           switching, W  internal, W
clock                     0            0
sequential                0            0
combinational     0.0000396    0.0000578
total             0.0000396    0.0000578
==> area by class of cell <==
type               count  area (sq um)  area share (%)
inverters              1          3.75            1.10
repair buffers        19           156            45.8
well taps             46          57.6            16.8
multi-input cells     12           124            36.3
==> through the flow <==
stage                     power [W]  utilization [%]  area, sq um
after floorplan           0.0000119                -         80.1
after global placement    0.0000747             8.42          288
after detailed placement  0.0000746             8.42          288
after CTS                 0.0000831             9.01          308
after global routing       0.000104             10.0          342
final                     0.0000974             10.0          342
==> what timing repair did <==
action	CTS	global route
buffers inserted	2	1
endpoints found under the setup margin	4	4
pin swaps	5	1
gates resized	55	5
==> metal layers <==
metal / global-route usage [%] / vias to the layer above
met2: 1.93 / 11
met4: 0 / 0
li1: - / 89
met5: 0 / -
met1: 1.58 / 71
met3: 0.909 / 0
==> synth_stat cells <==
| master | n |
|---|---|
| nor2b_1 | 2 |
| nor2_1 | 2 |
| a211oi_1 | 1 |
| nor4_1 | 1 |
| inv_1 | 1 |
| o41ai_1 | 1 |
| o21bai_1 | 1 |
| nor4_2 | 1 |
| nand2_1 | 1 |
| o21ai_0 | 1 |
| a21oi_1 | 1 |
Power is estimated from default activity; no workload was simulated.
